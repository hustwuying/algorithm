==> design/flow/design.v <==
module cordic_rotate 
(
    input clk,
    input rst_n,
    input [N-1:0] angle,
    input angle_valid,
    input [15:0] x_in,
    input [15:0] y_in,
    output [15:0] x_out,
    output [15:0] y_out
);
parameter N = 16;
reg signed [15:0] ANGLE [0:13]; 
reg signed [31:0] cosz_t;
reg signed [31:0] sinz_t;
reg signed[N-1:0] z_t;
assign x_out = cosz_t[31:16];
assign y_out = sinz_t[31:16];
initial begin
    ANGLE[0] = 16'd6434;
    ANGLE[1] = 16'd3798;
    ANGLE[2] = 16'd2007;
    ANGLE[3] = 16'd1019;
    ANGLE[4] = 16'd511;
    ANGLE[5] = 16'd256;
    ANGLE[6] = 16'd128;
    ANGLE[7] = 16'd64;
    ANGLE[8] = 16'd32;
    ANGLE[9] = 16'd16;
    ANGLE[10] = 16'd8;
    ANGLE[11] = 16'd4;
    ANGLE[12] = 16'd2;
    ANGLE[13] = 16'd1;
end
reg angle_valid_t;
always @(posedge clk or negedge rst_n) begin
    if (rst_n == 1'b0) begin
        angle_valid_t <= 1'b0;
    end else begin
        angle_valid_t <= angle_valid;
    end
end
reg [7:0] current_state;
reg [7:0] next_state;
always @(posedge clk or negedge rst_n) begin       
    if(rst_n == 1'b0) begin          
        current_state <= 8'd0;    
    end       
    else begin           
        current_state <= next_state;     
    end   
end
always @(*) begin
    case (current_state)
        8'd0: begin
            if (angle_valid == 1'b0 && angle_valid_t == 1'b1) begin
                next_state = 8'd1;
            end else begin
                next_state = 8'd0;
            end
        end
        8'd1:  next_state = 8'd2;
        8'd2:  next_state = 8'd3;
        8'd3:  next_state = 8'd4;
        8'd4:  next_state = 8'd5;
        8'd5:  next_state = 8'd6;
        8'd6:  next_state = 8'd7;
        8'd7:  next_state = 8'd8;
        8'd8:  next_state = 8'd9;
        8'd9:  next_state = 8'd10;
        8'd10: next_state = 8'd11;
        8'd11: next_state = 8'd12;
        8'd12: next_state = 8'd13;
        8'd13: next_state = 8'd14;
        8'd14: next_state = 8'd15;
        8'd15: next_state = 8'd16;
        8'd16: next_state = 8'd0;
        default: next_state = 8'd0;
    endcase
end
always @(posedge clk or negedge rst_n) begin
    if (rst_n == 1'b0) begin
        cosz_t <= 32'd0;
        sinz_t <= 32'd0;
        z_t <= 'd0;
    end else begin
        case (current_state)
            8'd0: begin
                cosz_t <= {x_in,{16{x_in[N-1]}}};
                sinz_t <= {y_in,{16{y_in[N-1]}}};
            end
            8'd1: begin
                if (z_t <= angle) begin
                    z_t <= z_t + ANGLE[0];
                    cosz_t <= cosz_t - (sinz_t >>> 1);
                    sinz_t <= sinz_t + (cosz_t >>> 1);
                end else begin
                    z_t <= z_t - ANGLE[0];
                    cosz_t <= cosz_t + (sinz_t >>> 1);
                    sinz_t <= sinz_t - (cosz_t >>> 1);
                end
            end
            8'd2: begin
                if (z_t <= angle) begin
                    z_t <= z_t + ANGLE[1];
                    cosz_t <= cosz_t - (sinz_t >>> 2);
                    sinz_t <= sinz_t + (cosz_t >>> 2);
                end else begin
                    z_t <= z_t - ANGLE[1];
                    cosz_t <= cosz_t + (sinz_t >>> 2);
                    sinz_t <= sinz_t - (cosz_t >>> 2);
                end
            end
            8'd3: begin
                if (z_t <= angle) begin
                    z_t <= z_t + ANGLE[2];
                    cosz_t <= cosz_t - (sinz_t >>> 3);
                    sinz_t <= sinz_t + (cosz_t >>> 3);
                end else begin
                    z_t <= z_t - ANGLE[2];
                    cosz_t <= cosz_t + (sinz_t >>> 3);
                    sinz_t <= sinz_t - (cosz_t >>> 3);
                end
            end
            8'd4: begin
                if (z_t <= angle) begin
                    z_t <= z_t + ANGLE[3];
                    cosz_t <= cosz_t - (sinz_t >>> 4);
                    sinz_t <= sinz_t + (cosz_t >>> 4);
                end else begin
                    z_t <= z_t - ANGLE[3];
                    cosz_t <= cosz_t + (sinz_t >>> 4);
                    sinz_t <= sinz_t - (cosz_t >>> 4);
                end
            end
            8'd5: begin
                if (z_t <= angle) begin
                    z_t <= z_t + ANGLE[4];
                    cosz_t <= cosz_t - (sinz_t >>> 5);
                    sinz_t <= sinz_t + (cosz_t >>> 5);
                end else begin
                    z_t <= z_t - ANGLE[4];
                    cosz_t <= cosz_t + (sinz_t >>> 5);
                    sinz_t <= sinz_t - (cosz_t >>> 5);
                end
            end
            8'd6: begin
                if (z_t <= angle) begin
                    z_t <= z_t + ANGLE[5];
                    cosz_t <= cosz_t - (sinz_t >>> 6);
                    sinz_t <= sinz_t + (cosz_t >>> 6);
                end else begin
                    z_t <= z_t - ANGLE[5];
                    cosz_t <= cosz_t + (sinz_t >>> 6);
                    sinz_t <= sinz_t - (cosz_t >>> 6);
                end
            end
            8'd7: begin
                if (z_t <= angle) begin
                    z_t <= z_t + ANGLE[6];
                    cosz_t <= cosz_t - (sinz_t >>> 7);
                    sinz_t <= sinz_t + (cosz_t >>> 7);
                end else begin
                    z_t <= z_t - ANGLE[6];
                    cosz_t <= cosz_t + (sinz_t >>> 7);
                    sinz_t <= sinz_t - (cosz_t >>> 7);
                end
            end
            8'd8: begin
                if (z_t <= angle) begin
                    z_t <= z_t + ANGLE[7];
                    cosz_t <= cosz_t - (sinz_t >>> 8);
                    sinz_t <= sinz_t + (cosz_t >>> 8);
                end else begin
                    z_t <= z_t - ANGLE[7];
                    cosz_t <= cosz_t + (sinz_t >>> 8);
                    sinz_t <= sinz_t - (cosz_t >>> 8);
                end
            end
            8'd9: begin
                if (z_t <= angle) begin
                    z_t <= z_t + ANGLE[8];
                    cosz_t <= cosz_t - (sinz_t >>> 9);
                    sinz_t <= sinz_t + (cosz_t >>> 9);
                end else begin
                    z_t <= z_t - ANGLE[8];
                    cosz_t <= cosz_t + (sinz_t >>> 9);
                    sinz_t <= sinz_t - (cosz_t >>> 9);
                end
            end
            8'd10: begin
                if (z_t <= angle) begin
                    z_t <= z_t + ANGLE[9];
                    cosz_t <= cosz_t - (sinz_t >>> 10);
                    sinz_t <= sinz_t + (cosz_t >>> 10);
                end else begin
                    z_t <= z_t - ANGLE[9];
                    cosz_t <= cosz_t + (sinz_t >>> 10);
                    sinz_t <= sinz_t - (cosz_t >>> 10);
                end
            end
            8'd11: begin
                if (z_t <= angle) begin
                    z_t <= z_t + ANGLE[10];
                    cosz_t <= cosz_t - (sinz_t >>> 11);
                    sinz_t <= sinz_t + (cosz_t >>> 11);
                end else begin
                    z_t <= z_t - ANGLE[10];
                    cosz_t <= cosz_t + (sinz_t >>> 11);
                    sinz_t <= sinz_t - (cosz_t >>> 11);
                end
            end
            8'd12: begin
                if (z_t <= angle) begin
                    z_t <= z_t + ANGLE[11];
                    cosz_t <= cosz_t - (sinz_t >>> 12);
                    sinz_t <= sinz_t + (cosz_t >>> 12);
                end else begin
                    z_t <= z_t - ANGLE[11];
                    cosz_t <= cosz_t + (sinz_t >>> 12);
                    sinz_t <= sinz_t - (cosz_t >>> 12);
                end
            end
            8'd13: begin
                if (z_t <= angle) begin
                    z_t <= z_t + ANGLE[12];
                    cosz_t <= cosz_t - (sinz_t >>> 13);
                    sinz_t <= sinz_t + (cosz_t >>> 13);
                end else begin
                    z_t <= z_t - ANGLE[12];
                    cosz_t <= cosz_t + (sinz_t >>> 13);
                    sinz_t <= sinz_t - (cosz_t >>> 13);
                end
            end
            8'd14: begin
                if (z_t <= angle) begin
                    z_t <= z_t + ANGLE[13];
                    cosz_t <= cosz_t - (sinz_t >>> 14);
                    sinz_t <= sinz_t + (cosz_t >>> 14);
                end else begin
                    z_t <= z_t - ANGLE[13];
                    cosz_t <= cosz_t + (sinz_t >>> 14);
                    sinz_t <= sinz_t - (cosz_t >>> 14);
                end
            end
            8'd15: begin
                z_t <= z_t;
                cosz_t <= cosz_t;
                sinz_t <= sinz_t;
            end
            8'd16: begin
            end        
            default: begin
            end
        endcase
    end
end
endmodule
==> design/flow/run.sh <==
#!/bin/bash
# OpenROAD 26Q1-2900-gdf79404cd8, Yosys 0.63+post, stock flow scripts
make -C /OpenROAD-flow-scripts/flow DESIGN_CONFIG=/design/flow/config.mk WORK_HOME=/design/flow/orfs finish
==> design/flow/config.mk <==
export PLATFORM = sky130hd
export DESIGN_NAME = cordic_rotate
export DESIGN_NICKNAME = cordic_rotate
export VERILOG_FILES = /design/flow/design.v
export SDC_FILE = /design/flow/constraint.sdc
export NUM_CORES = 4
export LEC_CHECK = 1
export CORE_UTILIZATION = 30
==> design/flow/constraint.sdc <==
current_design cordic_rotate

set clk_period 29.1
set clk_io_pct 0.2

create_clock -name clk0 -period $clk_period [get_ports {clk}]

set non_clock_inputs [all_inputs -no_clocks]
set_input_delay [expr $clk_period * $clk_io_pct] -clock clk0 $non_clock_inputs
set_output_delay [expr $clk_period * $clk_io_pct] -clock clk0 [all_outputs]
==> PnR_summary.wiki <==
=== Physical design figures ===
{| class="wikitable"
! Metric !! Value
|-
| Row count || about 110
|-
| CTS H-tree lvls || 3
|-
| Worst stage delay on the critical path || about 0.69 ns
|-
| Number of warnings issued by yosys || 1
|-
| DR vias/cell || around 6.4
|-
| Vias in the first global route || 31944
|-
| Final tally of setup violations || 0
|-
| Setup repair bufs after CTS || 0
|-
| Cell at the root of the clock tree || sky130_fd_sc_hd__clkbuf_16
|-
| Leakage || 0.0110 uW
|-
| Master of the slowest instance on the critical path || sky130_fd_sc_hd__buf_4
|-
| Total power per unit cell area || 18.2 nW/um^2
|-
| Fmax achieved || between 70 and 80 MHz
|-
| Most used standard cell by instance count after synthesis || sky130_fd_sc_hd__a21oi_1
|-
| Area Growth Syn to Fin || 8.22%
|-
| Critical path launch point || angle[15]
|-
| Share of cells above drive strength 1 || between 6 and 7%
|-
| Setup TNS || 0 ns
|-
| Biggest area consumer among synthesized cells || sky130_fd_sc_hd__xnor2_1
|-
| Cell total in the yosys stat output || between 4000 and 5000
|-
| Routed Wire Length || 170000 microns
|-
| Remaining antenna violation count after routing || 0
|-
| Cell variety after synth || 94
|-
| Count of library flops with an enable pin || 0
|-
| Die span in x || approximately 310 microns
|-
| Worst reg2reg endpoint || cosz_t[31]$_DFFE_PN0P_
|-
| Minimum period implied by the final worst setup slack || about 14 ns
|-
| Path class of the lowest-slack min-delay path || flip-flop to flip-flop
|-
| Remaining max-slew budget at the tightest pin || less than 1%
|-
| Per-cell routed wire length || approximately 32 microns
|-
| Die area || around 95000 sq um
|-
| Hold path startpoint || current_state[16]$_DFF_PN0_
|-
| Cells after DPL || approximately 5300
|-
| Sequential element share of the synthesized area || under 10%
|-
| Depth of the worst register-to-register path || 23
|-
| Biggest fanout along the worst timing path || 89
|-
| Mean Syn Cell Area || just under 7 sq um
|-
| Fin. Hold Viols || 0
|-
| Clock transition at the registers of the reported paths || about 0.07 ns
|-
| Total number of vias || 34202
|-
| Number of iterations in the first detailed-routing pass || 9
|-
| Wire length of the first global-routing pass || 241000 microns
|-
| Fraction of the core area covered by cells at the end of the flow || 32.7%
|-
| Worst-margin pin slew || between 1 and 1.5 ns
|-
| Asr flop ratio synth || approximately 100%
|-
| Setup CP Type || input port to flip-flop
|-
| Tally of max-capacitance violations || 0
|-
| Min setup slack post-route || approximately 15 ns
|-
| Finished Layout Cells || ~5300
|-
| Commonest flop || sky130_fd_sc_hd__dfrtp_1
|-
| Post-cts repair resize count || 0
|-
| TritonCTS Sinks || between 90 and 100
|-
| Number of pins exceeding their max-slew limit in the final report || 0
|-
| Unrepaired setup endpoints after global routing || false
|-
| Slack of the worst reg-to-reg path || 20.74 ns
|-
| Tool warnings || 28
|-
| Fp util || 30.3%
|-
| Startpoint class of the critical path || input port
|-
| DRC errors left || 0
|-
| Sum of net half-perimeters after detailed placement || around 120000 microns
|-
| Global-route congestion overflow total || 0
|-
| Count of state elements after synthesis || about 100
|-
| Netlist Area Pre-Place || 28200 sq um
|-
| Endpoint of the most critical setup path || cosz_t[31]$_DFFE_PN0P_
|-
| Result of the run || finished clean
|-
| Ports || between 80 and 90
|-
| Overall global routing resource usage || a little over a third
|-
| TritonCTS buffer count || 9
|-
| Final Wtd Congestion || 1.05
|-
| Count of input and output buffers || just over 80
|-
| Largest net degree at the start of global routing || between 100 and 150
|-
| Most instantiated cells after synthesis || sky130_fd_sc_hd__a21oi_1 (502), sky130_fd_sc_hd__xnor2_1 (449), sky130_fd_sc_hd__nor2_1 (362)
|-
| Top area cells in the synthesized netlist || sky130_fd_sc_hd__xnor2_1 (14%), sky130_fd_sc_hd__a21oi_1 (8.9%), sky130_fd_sc_hd__dfrtp_1 (8.6%)
|-
| Initial antenna violation count || 7
|-
| Worst voltage drop across the vdd grid || 0.0000298 V
|-
| Number of fill cells || ~10000
|-
| R2r startpoint || sinz_t[15]$_DFFE_PN0P_
|-
| Clock skew || 0.0160 ns
|-
| Insertion delay of the later-clocked pin in the worst-skew pair || roughly 0.41 ns
|-
| Setup slack at placement || about 15 ns
|-
| Proportion of netlist area held by the largest area contributor || ~14%
|-
| Critical Path End Type || flip-flop
|-
| Buffer levels on the longest clock path || 2
|-
| Worst path arrival time || between 10 and 15 ns
|-
| Clock tree from TritonCTS || yes
|-
| Data required time at the worst endpoint || 29.36 ns
|-
| Chip height || 309 microns
|-
| Share of the clock period used by the worst path after layout || a little under half
|-
| Placeable core region || 93300 sq um
|-
| Number of DRC violations after detailed-routing iteration 0 || 4840
|-
| Syn Inst Count || 4198
|-
| Synthesized chip area reported by yosys || 28200 sq um
|-
| CTS hold repair buffers || 0
|}
-- worst min path at each step --
| stage | endpoint | slack, ns | cells after the start |
|---|---|---|---|
| finish | current_state[1]$_DFF_PN0_ | 0.36 | 0 |
| CTS | current_state[1]$_DFF_PN0_ | 0.36 | 0 |
| global route | current_state[1]$_DFF_PN0_ | 0.38 | 0 |
-- layout make-up --
cell class | count | area (sq um) | area share [%]
diodes | 6 | 15.0 | 0.0491
clock buffers | 12 | 267 | 0.872
clock inverters | 4 | 72.6 | 0.238
inverters | 117 | 447 | 1.46
multi-input cells | 3554 | 23500 | 77.0
flip-flops and latches | 98 | 2470 | 8.08
well taps | 1254 | 1570 | 5.13
repair buffers | 264 | 2200 | 7.19
-- sequential cells by signal (all words and copies together) (netlist names) --
register,flops
angle_valid_t,1
cosz_t,32
current_state,17
sinz_t,32
z_t,16
-- where the power goes --
group          total (uW)  switching, uW  internal [uW]
sequential            136         0.0175            136
clock                 149           66.6           82.3
combinational         270            163            108
-- layout by cell type, fill, tap and decap left out, types with 10 or more instances in the layout --
master,n
sky130_fd_sc_hd__a211oi_1,24
sky130_fd_sc_hd__a21o_1,45
sky130_fd_sc_hd__a21oi_1,502
sky130_fd_sc_hd__a221oi_1,54
sky130_fd_sc_hd__a222oi_1,34
sky130_fd_sc_hd__a22o_1,11
sky130_fd_sc_hd__a22oi_1,165
sky130_fd_sc_hd__a31oi_1,87
sky130_fd_sc_hd__a32oi_1,10
sky130_fd_sc_hd__and2_1,26
sky130_fd_sc_hd__and3_1,47
sky130_fd_sc_hd__buf_4,182
sky130_fd_sc_hd__clkdlybuf4s50_1,81
sky130_fd_sc_hd__clkinv_1,15
sky130_fd_sc_hd__dfrtp_1,84
sky130_fd_sc_hd__dfrtp_2,13
sky130_fd_sc_hd__fa_1,11
sky130_fd_sc_hd__ha_1,145
sky130_fd_sc_hd__inv_1,93
sky130_fd_sc_hd__mux2i_1,34
sky130_fd_sc_hd__nand2_1,339
sky130_fd_sc_hd__nand2b_1,17
sky130_fd_sc_hd__nand3_1,91
sky130_fd_sc_hd__nand4_1,54
sky130_fd_sc_hd__nor2_1,362
sky130_fd_sc_hd__nor2b_1,42
sky130_fd_sc_hd__nor3_1,68
sky130_fd_sc_hd__nor4_1,17
sky130_fd_sc_hd__o2111ai_1,16
sky130_fd_sc_hd__o211ai_1,23
sky130_fd_sc_hd__o21a_1,18
sky130_fd_sc_hd__o21ai_0,332
sky130_fd_sc_hd__o21bai_1,17
sky130_fd_sc_hd__o221ai_1,17
sky130_fd_sc_hd__o22ai_1,48
sky130_fd_sc_hd__o31ai_1,22
sky130_fd_sc_hd__o41ai_1,12
sky130_fd_sc_hd__or3_1,11
sky130_fd_sc_hd__xnor2_1,449
sky130_fd_sc_hd__xor2_1,265
-- per-stage QoR --
stage                     instance area [sq um]  power [uW]  hold slack [ns]
after floorplan                           28200         339            0.331
after global placement                    30200         403            0.335
after detailed placement                  30200         402            0.343
after CTS                                 30500         555            0.362
after global routing                      30500         587            0.375
final                                     30600         555            0.358
-- layer usage --
metal,GRT usage [%],part of all wire [%]
met5,0,0.024
met2,49.6,40
met1,46.9,39
met4,24.9,9.0
met3,10.5,12
-- worst max-delay path, delay by kind of cell --
family / cells / cell delay [ns]
AOI/OAI and AO/OA: 13 / 3.79
buffers and inverters: 5 / 2.25
and+or+nand+nor: 4 / 0.89
adders and majority gates: 2 / 0.73
xor gates and xnor gates: 2 / 0.31
-- kinds of logic (layout without fill, tap and decap cells) --
group	Yosys count	in the layout	share of synthesized area (%)
buffers and inverters	546	397	8.16
xor gates and xnor gates	715	715	22.2
and+or+nand+nor	1138	1138	19.1
AOI/OAI and AO/OA	1508	1508	33.3
DFF	98	98	8.69
other	0	6	0
adders and majority gates	156	156	7.21
muxes	37	37	1.32
Power and IR drop assume default switching activity.
